## /design/flow/config.mk

```make
export PLATFORM = sky130hd
export DESIGN_NAME = cpu
export DESIGN_NICKNAME = cpu
export VERILOG_FILES = /design/flow/design.v
export SDC_FILE = /design/flow/constraint.sdc
export NUM_CORES = 4
export LEC_CHECK = 1
export CORE_UTILIZATION = 50
```

## /design/flow/constraint.sdc

```tcl
current_design cpu

set clk_period 6.9
set clk_io_pct 0.2

create_clock -name clk0 -period $clk_period [get_ports {clk}]

set non_clock_inputs [all_inputs -no_clocks]
set_input_delay [expr $clk_period * $clk_io_pct] -clock clk0 $non_clock_inputs
set_output_delay [expr $clk_period * $clk_io_pct] -clock clk0 [all_outputs]
```

## /design/flow/design.v

```verilog
`timescale 1ns/10ps
module cpu(clk,reset,memdata,memread,memwrite,adr,writedata,groundconstant);
input		clk;
input		reset;
input           [7:0] memdata;	
input           groundconstant;
output		memread    ;	
output		memwrite   ;
output     	[7:0] adr;
output 		[7:0] writedata;
wire		memread;    
wire		memwrite  ;
wire    	[7:0] adr;
wire		[7:0] writedata;
wire 		zero,pcen,branch,memtoreg,regwrite,regdst,pcwrite,alusrca,iord;
wire 		[1:0] aluop,alusrcb,pcsource;
wire		[2:0] alucontrol;
wire    	[3:0] irwrite;
wire 		[31:0] instr;
PCcontroller P1(.pcwrite(pcwrite), .branch(branch), .zero(zero), .pcen(pcen));
alucontrol a1( .alucont(alucontrol), .aluop(aluop), .funct(instr[5:0])) ;
controller c1(.alusrca(alusrca), .alusrcb(alusrcb), .aluop(aluop), .branch(branch), .iord(iord), .irwrite(irwrite), 
                  .memread(memread), .memwrite(memwrite), .memtoreg(memtoreg), 
		  .pcwrite(pcwrite), .pcsource(pcsource), .regwrite(regwrite), .regdst(regdst),
                  .op(instr[31:26]), .clk(clk), .reset(reset)) ;
datapath d1(.adr(adr), .instr(instr[31:0]), .writedata(writedata), .zero(zero), 
                 .alucontrol(alucontrol), .alusrca(alusrca), .alusrcb(alusrcb), .iord(iord), .irwrite(irwrite), 
		.memdata(memdata), .memtoreg(memtoreg), .pcen(pcen), .pcsource(pcsource), .regdst(regdst), 
		.regwrite(regwrite), .clk(clk), .reset(reset), .groudconstant(groundconstant)) ;
endmodule
module PCcontroller(pcwrite,branch,zero,pcen);
	output pcen;
	input pcwrite,branch,zero;
	and an1(sel_1,branch,zero);
	or or1(pcen,pcwrite,sel_1);
endmodule
module alucontrol( alucont, aluop, funct ) ;
   input  [1:0] aluop   ;
   input  [5:0] funct   ;
   output [2:0] alucont ;
   reg    [2:0] alucont ;
   always @(*)
      case(aluop)
         2'b00: alucont <= 3'b010;   
         2'b01: alucont <= 3'b110;   
         default: case(funct)        
                     6'b100000: alucont <= 3'b010;  
                     6'b100010: alucont <= 3'b110;  
                     6'b100100: alucont <= 3'b000;  
                     6'b100101: alucont <= 3'b001;  
                     6'b101010: alucont <= 3'b111;  
                     default:   alucont <= 3'b101;  
                  endcase
      endcase
endmodule
module controller(alusrca, alusrcb, aluop, branch, iord, irwrite, 
                  memread, memwrite, memtoreg, 
		  pcwrite, pcsource, regwrite, regdst,
                  op, clk, reset) ;
   input  [5:0]   op         ;	 
   input          clk, reset ;
   output         alusrca    ;	 
   output [1:0]   alusrcb    ;	 
   output [1:0]   aluop      ;	 
   output         branch     ;	 
   output         iord       ;	 
   output [3:0]   irwrite    ;	 
   output         memread    ;	 
   output         memwrite   ;	 
   output         memtoreg   ;	 
   output         pcwrite    ;	 
   output [1:0]   pcsource   ;	 
   output         regwrite   ;	 
   output	  regdst     ;	 
   reg         alusrca    ;	 
   reg [1:0]   alusrcb    ;	 
   reg [1:0]   aluop      ;	 
   reg         branch     ;	 
   reg         iord       ;	 
   reg [3:0]   irwrite    ;	 
   reg         memread    ;	 
   reg         memwrite   ;	 
   reg         memtoreg   ;	 
   reg         pcwrite    ;	 
   reg [1:0]   pcsource   ;	 
   reg         regwrite   ;	 
   reg	       regdst     ;
   parameter      FETCH1  =  4'b0001;	 
   parameter      FETCH2  =  4'b0010;	 
   parameter      FETCH3  =  4'b0011;	 
   parameter      FETCH4  =  4'b0100;	 
   parameter      DECODE  =  4'b0101;    
   parameter      MEMADR  =  4'b0110;	 
   parameter      LBRD    =  4'b0111;	 
   parameter      LBWR    =  4'b1000;	 
   parameter      SBWR    =  4'b1001;	 
   parameter      RTYPEEX =  4'b1010;	 
   parameter      RTYPEWR =  4'b1011;	 
   parameter      BEQEX   =  4'b1100;	 
   parameter      JEX     =  4'b1101;	 
   parameter      LB      =  6'b100000;	 
   parameter      SB      =  6'b101000;  
   parameter      RTYPE   =  6'b000000;  
   parameter      BEQ     =  6'b000100;  
   parameter      J       =  6'b000010;  
   reg [3:0] state, nextstate;
   always @(posedge clk )
     if(reset) state <= FETCH1;
	else state<=nextstate;  
   always @(*)
   begin
	case(state)
	FETCH1: nextstate<=FETCH2;
	FETCH2: nextstate<=FETCH3;
	FETCH3: nextstate<=FETCH4;	
	FETCH4: nextstate<=DECODE;
	DECODE:case(op)
			LB:nextstate<=MEMADR;	
   			SB:nextstate<=MEMADR; 
      			RTYPE:nextstate<=RTYPEEX;          
      			BEQ:nextstate<=BEQEX;   
     			J:nextstate<=JEX;
			default:nextstate<=FETCH1;
		endcase
	MEMADR:
		case(op)
	    	LB:nextstate<=LBRD; 
		SB:nextstate<=SBWR; 
		default:nextstate<=FETCH1;
		endcase
	LBRD:nextstate<=LBWR;	
    	LBWR:nextstate<=FETCH1;	
     	SBWR:nextstate<=FETCH1;	
     	RTYPEEX:nextstate<=RTYPEWR;	
    	RTYPEWR:nextstate<=FETCH1;	
    	BEQEX:nextstate<=FETCH1;
     	JEX:nextstate<=FETCH1;
	default:nextstate<=FETCH1;
	endcase
   end
   always @(*)
   	begin
			begin
			alusrca<=0;
			alusrcb<=2'b00;	
			aluop<=2'b00;	   
			branch<=0;	     
			iord<=0;	
			irwrite<=4'b0000;	
			memread<=0; 
			memwrite<=0;   
			memtoreg<=0;    
			pcwrite<=0;	 
			pcsource<=2'b00;	 
			regwrite<=0;	
			regdst<=0;
			end
	case(state)
     		FETCH1:	         
			begin			
			alusrcb<=2'b01;	
			irwrite<=4'b0001;	
			memread<=1;     
			pcwrite<=1;	 
			end
     		FETCH2:  	 
			begin
			alusrcb<=2'b01;	
			irwrite<=4'b0010;	
			memread<=1;   
			pcwrite<=1;	 
			end
       		FETCH3:  	 
			begin
			alusrcb<=2'b01;	
			irwrite<=4'b0100;	
			memread<=1;      
			pcwrite<=1;	 
			end
     		FETCH4:  	 
			begin
			alusrcb<=2'b01;	
			irwrite<=4'b1000;	
			memread<=1;   
			pcwrite<=1;	 
			end
    		DECODE:     	 
			alusrcb<=2'b11;	
        	MEMADR:    	 
			begin
			alusrca<=1;
			alusrcb<=2'b10;	
			end
  		LBRD:     	 
			begin	     
			iord<=1;	
			memread<=1; 
			end
   		LBWR:     	 
			begin
			memtoreg<=1;  	 
			regwrite<=1;	
			end
      		SBWR:      	 
			begin	     
			iord<=1;	
			memwrite<=1;   
			end
     		RTYPEEX:  	 
			begin			
			alusrca<=1;	
			aluop<=2'b10;	 
			end
      		RTYPEWR:   	 
			begin	 
			regwrite<=1;	
			regdst<=1;
			end
		BEQEX:     	 
			begin
			alusrca<=1;	
			aluop<=2'b01;	   
			branch<=1;	 
			pcsource<=2'b01;	 
			end
     		JEX:       	 
			begin   
			pcwrite<=1;	 
			pcsource<=2'b10;	 
			end
		endcase
	end
endmodule
module enableffp(D,enable,Q,clk,reset);
	output [7:0] Q;
	input [7:0] D;
	input enable,clk,reset;
	reg [7:0] Q;
always @(posedge clk)
if(reset)
 Q<=0;	
else if(enable) 
	Q<=D;
else Q<=Q;
endmodule
module ffp(D,Q,clk,reset);
	output [7:0] Q;
	input [7:0] D;
	input clk,reset;
	reg [7:0] Q;
always @(posedge clk)
if (reset) Q<=0;
	else
	Q<=D;
endmodule
module alu (result, a, b, alucont) ;
   input  [7:0] a, b ;
   input  [2:0] alucont ;
   output [7:0] result ;
   reg    [7:0] result ;
   wire   [7:0] b2, sum, slt ;
   assign b2 = alucont[2] ? ~b:b ; 
   assign sum = a + b2 + alucont[2] ;
   assign slt = sum[7] ;
	always@(*)
      case(alucont[1:0])
         2'b00: result <= a & b ;
         2'b01: result <= a | b ;
         2'b10: result <= sum ;
         2'b11: result <= slt ;
      endcase
endmodule
module regfile (rd1, rd2, clk, regwrite, ra1, ra2, wa, wd,reset) ;
   input        clk,reset ;
   input        regwrite ;   
   input  [2:0] ra1 ;	     
   input  [2:0] ra2 ;	     
   input  [2:0] wa  ;  	     
   input  [7:0] wd  ;	     
   output [7:0]  rd1, rd2 ;  
   reg  [7:0] REGS [7:0];
   always @(posedge clk)
     if (reset) begin REGS[3] <= 0; REGS[2] <= 0;REGS[1] <= 0;REGS[0] <= 0;end
     else if (regwrite) REGS[wa] <= wd;	
   assign rd1 = ra1 ? REGS[ra1] : 0;    
   assign rd2 = ra2 ? REGS[ra2] : 0;    
endmodule
module datapath (adr, instr, writedata, zero, 
                 alucontrol, alusrca, alusrcb, iord, irwrite, memdata, 
		 memtoreg, pcen, pcsource, regdst, regwrite,
		 clk, reset,groudconstant ) ;
   input  [2:0]  alucontrol ;   
   input         alusrca    ;   
   input  [1:0]  alusrcb    ;   
   input 	 iord       ;   
   input  [3:0]  irwrite    ;   
   input  [7:0]  memdata    ;   
   input 	 memtoreg   ;   
   input         pcen       ;   
   input 	 regdst     ;   
   input 	 regwrite   ;   
   input  [1:0]  pcsource   ;   
   input         clk, reset ;  
   input         groudconstant;
   output [ 7:0] adr        ;   
   output [31:0] instr      ;   
   output [ 7:0] writedata  ;   
   output        zero       ;   
   wire   [2:0]  ra1, ra2, wa ;   
   wire   [7:0]  rd1, rd2, wd ;   
   wire   [7:0]  pc, nextpc   ;	  
   wire   [7:0]  data         ;   
   wire   [7:0]  a, srca, srcb, aluresult, aluout ;   
   wire   [7:0]  constx4      ;	  
	assign constx4={instr[5:0],2'b00};
 	assign ra1=instr[23:21];
	assign ra2=instr[18:16];
	enableffp f0(.D(memdata),.enable(irwrite[0]),.Q(instr[31:24]),.clk(clk), .reset(reset));
	enableffp f1(.D(memdata),.enable(irwrite[1]),.Q(instr[23:16]),.clk(clk), .reset(reset));
	enableffp f2(.D(memdata),.enable(irwrite[2]),.Q(instr[15:8]),.clk(clk), .reset(reset));
	enableffp f3(.D(memdata),.enable(irwrite[3]),.Q(instr[7:0]),.clk(clk), .reset(reset));
	enableffp ffppcen(.D(nextpc),.enable(pcen),.Q(pc),.clk(clk), .reset(reset));
	ffp fdata(.D(memdata),.Q(data),.clk(clk), .reset(reset));
	ffp fa(.D(rd1),.Q(a),.clk(clk), .reset(reset));
	ffp fwritedata(.D(rd2),.Q(writedata),.clk(clk), .reset(reset));
	ffp faluout(.D(aluresult),.Q(aluout),.clk(clk), .reset(reset));
	assign adr= iord ? aluout : pc;
	assign wa= regdst ? instr[13:11] : instr[18:16];
	assign wd= memtoreg ? data : aluout;
	assign srca= alusrca ? a : pc;
	assign srcb= alusrcb[1] ?  (alusrcb[0] ?  constx4:instr[7:0]):(alusrcb[0] ? {{7{groudconstant}},~{groudconstant}}:writedata);
	assign nextpc= pcsource[1] ? (pcsource[0] ?  {8{groudconstant}}:constx4):(pcsource[0] ?  aluout:aluresult);
	regfile reg1(.rd1(rd1),.rd2(rd2),.clk(clk),.regwrite(regwrite),.ra1(instr[23:21]),.ra2(instr[18:16]),.wa(wa),.wd(wd),.reset(reset));
   alu a1(.result(aluresult),.a(srca),.b(srcb),.alucont(alucontrol));
	assign zero=(aluresult==0);
endmodule
```

## /design/flow/run.sh

```bash
#!/bin/bash
# OpenROAD 26Q1-2900-gdf79404cd8, Yosys 0.63+post, stock flow scripts
make -C /OpenROAD-flow-scripts/flow DESIGN_CONFIG=/design/flow/config.mk WORK_HOME=/design/flow/orfs finish
```

==> impl_metrics.sql <==
-- metrics for the results database
INSERT INTO impl_metrics (metric_group, metric, value, unit) VALUES
('clock_network', 'cts-resized-gates', '0', ''),
('status', 'outcome', 'complete, no violations', ''),
('run', 'drv.max_cap_violation_count', '0', ''),
('floorplan', 'die-height', '122', 'um'),
('setup_path', 'worstPathRequired', '7.19', 'ns'),
('clock_network', 'tritoncts', 'yes', ''),
('sta', 'grt_setup_unrepaired', 'no', ''),
('synth', 'asyncSetResetFlopFracSynth', '0', ''),
('floorplan', 'initCoreUtil', '0.514', ''),
('final_layout', 'num-fill-cells', '1141', ''),
('setup_path', 'timing.setup.critical_path_class', 'in -> reg', ''),
('run', 'warning_count', '25', ''),
('floorplan', 'placeableCoreArea', '13900', 'um^2'),
('setup_path', 'crit_path_start_kind', 'input pin', ''),
('clock_network', 'clock-root-buffer', 'clkbuf_16', ''),
('clock_network', 'hold_buffers', '0', ''),
('final_layout', 'syn2layout_area_growth', '13.9', '%'),
('synth', 'synth.largest_area_cell', 'edfxtp_1', ''),
('drt', 'number_of_iterations_in_the_first_detailed_routing_pass', '5', ''),
('clock_network', 'clock.latency.late_pin', '0.41', 'ns'),
('drt', 'route.detailed.vias_per_inst', '5.88', ''),
('grt', 'grt_remaining_overflow', '0', ''),
('synth', 'post_synth_main_area_contributors', 'edfxtp_1 (27%), dfxtp_1 (21%), mux4_2 (11%)', ''),
('drt', 'drt.antenna.violating_nets', '0', ''),
('synth', 'post_synth_edffs', '64', ''),
('place', 'dp_hpwl', '13100', 'um'),
('min_path', 'hold_class', 'reg -> reg', ''),
('drt', 'drcViolationCount', '0', ''),
('floorplan', 'floorplan.io_pins', '29', ''),
('drt', 'route.detailed.wl_per_inst', '21.6', 'um'),
('synth', 'postSynthSeqShare', '0.481', ''),
('sta', 'tightestPinTransition', '0.918', 'ns'),
('grt', 'globalRouteTotalUtil', '0.281', ''),
('final_layout', 'layout-drive-gt1-share', '0.158', ''),
('setup_path', 'arrival', '5.66', 'ns'),
('grt', 'antenna_found_initial', '0', ''),
('synth', 'synth.ff_latch_count', '140', ''),
('sta', 'final-setup-viol-count', '0', ''),
('synth', 'yosysChipArea', '7160', 'um^2'),
('setup_path', 'crit_family', 'AND-OR/OR-AND gates', ''),
('synth', 'synth_dominant_cell_count', 'nor2_1', ''),
('clock_network', 'cts_buffer_depth', '2', ''),
('sta', 'final.setup.tns', '0', 'ns'),
('place', 'gp_routability_congestion', '0.969', ''),
('synth', 'top_cells_by_count', 'nor2_1 (100), dfxtp_1 (76), edfxtp_1 (64), mux2i_1 (63), nand2_1 (39)', ''),
('clock_network', 'cts_bufs_inserted', '17', ''),
('sta', 'finalCritPeriodShare', '0.778', ''),
('sta', 'fmax', '0.186', 'GHz'),
('power', 'p_leak', '2.88', 'nW'),
('min_path', 'worstHoldPathCells', '1', ''),
('clock_network', 'cts.sink_count', '140', ''),
('setup_path', 'worst_path_largest_cell_delay', '0.67', 'ns'),
('synth', 'yosysWarningCount', '7', ''),
('sta', 'slew_viol_final', '0', ''),
('floorplan', 'chipWidth', '122', 'um'),
('drt', 'antenna_cells_inserted', '0', ''),
('synth', 'synth.yosys.num_cells', '626', ''),
('synth', 'postSynthAreaPerCell', '11.4', 'um^2'),
('clock_network', 'post_cts_setup_buffer_count', '0', ''),
('setup_path', 'worst-r2r-cell-count', '14', ''),
('setup_path', 'critical_path.max_fanout', '9', ''),
('power', 'ir_worst_vdd', '264', 'uV'),
('synth', 'netlist_instances', '626', ''),
('min_path', 'worst_hold_path.endpoint', 'c1.state[12]$_DFF_P_', ''),
('power', 'p_total', '0.00228', 'W'),
('synth', 'synthFlopType', 'dfxtp_1', ''),
('setup_path', 'worst_r2r_endpoint', 'd1.ffppcen.Q[1]$_SDFFE_PP0P_', ''),
('sta', 'final_period_minus_worst_setup_slack', '5.37', 'ns'),
('setup_path', 'worstSetupEndpointType', 'flip-flop', ''),
('place', 'port_buffers', '28', ''),
('sta', 'clock-skew-final', '0.00850', 'ns');
-- where the power goes --
| group | switching, W | leakage [nW] | internal [W] |
|---|---|---|---|
| registers | 0.0000513 | 1.25 | 0.000930 |
| clock network | 0.000328 | 0.267 | 0.000526 |
| logic | 0.000248 | 1.37 | 0.000199 |
-- sequential cells by signal, summed over array words and instances (netlist names), 8 cells and up --
signal	cells
d1.ffppcen.Q	8
d1.fwritedata.Q	8
d1.fa.Q	8
c1.state	13
d1.faluout.Q	8
d1.f3.Q	8
d1.fdata.Q	8
d1.reg1.REGS	64
-- final cells by class --
type	instances	area (um^2)	area share
tap	180	225	0.0276
timing repair buffer	42	380	0.0466
sequential	140	3440	0.422
inverter	24	90.1	0.0110
multi-input combinational	426	3460	0.424
clock buffer	19	433	0.0531
clock inverter	13	126	0.0155
-- cell usage in the layout (no fill, tap or decap), types with 3 or more instances in the layout --
master and count:
o311ai_0 4, and2_1 4, clkdlybuf4s50_1 27, a31oi_1 3, xor2_1 4, mux4_2 34
mux2i_1 63, a21oi_1 9, clkinv_1 4, nand3_1 6, nand3b_1 3, o21ai_0 14
o211ai_1 5, nand4_1 3, edfxtp_1 64, ha_1 6, mux2_2 13, nor3_1 7
nand2_1 39, xnor2_1 7, o31ai_1 4, nand2b_1 6, nor3b_1 4, clkbuf_16 17
nor4_1 4, nor2b_1 18, a22oi_1 3, dfxtp_1 76, inv_1 24, buf_4 14
nor2_1 100, clkinv_4 3, a21o_1 3
-- cell families (layout without fill, tap and decap cells) --
family / after synthesis / after routing / share of synthesized area
xor gates and xnor gates: 12 / 12 / 0.0157
muxes: 111 / 111 / 0.217
adders and majority gates: 9 / 9 / 0.0161
DFF: 140 / 140 / 0.481
buffers and inverters: 60 / 98 / 0.0358
AOI/OAI and AO/OA: 81 / 81 / 0.0886
and+or+nand+nor: 213 / 213 / 0.146
-- routing by layer --
| metal | wire length (um) | share of wire | up-vias | track usage |
|---|---|---|---|---|
| li1 | - | - | 2372 | - |
| met1 | 8140 | 0.45 | 2364 | 0.465 |
| met2 | 8060 | 0.44 | 205 | 0.391 |
| met3 | 1690 | 0.092 | 22 | 0.0945 |
| met4 | 367 | 0.020 | 0 | 0.0509 |
| met5 | 0 | 0 | - | 0.0104 |
-- metrics by stage --
stage                     worst slack [ns]  utilization  cell area, um^2  hold slack, ns  cells
final                                 1.53        0.585             8160           0.460    844
after global routing                  1.19        0.585             8160           0.474    844
after CTS                             1.60        0.585             8160           0.460    844
after detailed placement              1.19        0.545             7600           0.446    812
after global placement                1.29        0.545             7600           0.451    812
after floorplan                       1.98            -             7160           0.421    626
-- worst max-delay path by stage --
stage / start / end / slack (ns) / depth (start not counted)
4_1_cts: groundconstant / d1.ffppcen.Q[1]$_SDFFE_PP0P_ / 1.60 / 15
5_1_grt: groundconstant / d1.ffppcen.Q[1]$_SDFFE_PP0P_ / 1.19 / 15
6_report: groundconstant / d1.ffppcen.Q[1]$_SDFFE_PP0P_ / 1.53 / 15
Power and IR drop assume default switching activity.
